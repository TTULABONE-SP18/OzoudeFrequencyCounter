==> ./design.v <==
`timescale 1ns / 1ps
module bin_bcd(binary, thousands, hundreds, tens, ones);
     input  [11:0] binary;
     output reg [3:0] thousands;
     output reg [3:0] hundreds;
     output reg [3:0] tens;
     output reg [3:0] ones;
     reg [27:0] shift;
     integer i;
     always @(binary)
     begin
          thousands = 4'b0;
          hundreds = 4'b0;
          tens = 4'b0;
          ones = 4'b0;
          shift = 0;
          shift[11:0] = binary;
          for (i = 0; i < 12; i = i + 1)
          begin
               if (shift[15:12] >= 5)
                    shift[15:12] = shift[15:12] + 3;
               if (shift[19:16] >= 5)
                    shift[19:16] = shift[19:16] + 3;
               if (shift[23:20] >= 5)
                    shift[23:20] = shift[23:20] + 3;
               if (shift[27:24] >= 5)
                    shift[27:24] = shift[27:24] + 3;
               shift = shift << 1;
          end
          thousands = shift[27:24];
          hundreds  = shift[23:20];
          tens      = shift[19:16];
          ones      = shift[15:12];
     end
endmodule
module disp_controller(
     input CLK,                     
     input reset,                   
     output reg [3:0] digits,       
     output reg [6:0] segments,      
     input IN
    );
     wire [11:0] sig_bin;
     wire [15:0] displayed_number;  
     wire [3:0] thousands, hundreds, tens, ones;
     reg [3:0] LED_BCD;
     reg [20:0] refresh_counter;    
     wire [1:0] LED_activating_counter;
     assign displayed_number = {thousands,hundreds,tens,ones};
     always @(posedge CLK)
          begin
             case(reset)
             1'b1: refresh_counter <= 0;
             default: refresh_counter <= refresh_counter + 1;
             endcase
          end
     assign LED_activating_counter = refresh_counter[20:19];
     freq_counter sigin(
          .CLK(CLK),
          .IN(IN),
          .freq(sig_bin)
          );
     bin_bcd converter(
          .binary(sig_bin),
          .thousands(thousands),
          .hundreds(hundreds),
          .tens(tens),
          .ones(ones)
          );
     always @(*)
     begin
          case(LED_activating_counter)
               2'b00: begin
                    digits = 4'b0111;
                    LED_BCD = displayed_number[15:12];
               end
               2'b01: begin
                    digits = 4'b1011;
                    LED_BCD = displayed_number[11:8];
               end
               2'b10: begin
                    digits = 4'b1101;
                    LED_BCD = displayed_number[7:4];
               end
               2'b11: begin
                    digits = 4'b1110;
                    LED_BCD = displayed_number[3:0];
               end
          endcase
     end
     always @(*)
     begin
          case(LED_BCD)
               4'b0000: segments = 7'b1000000;  
               4'b0001: segments = 7'b1111001;  
               4'b0010: segments = 7'b0100100;  
               4'b0011: segments = 7'b0110000;  
               4'b0100: segments = 7'b0011001;  
               4'b0101: segments = 7'b0010010;  
               4'b0110: segments = 7'b0000010;  
               4'b0111: segments = 7'b1111000;  
               4'b1000: segments = 7'b0000000;  
               4'b1001: segments = 7'b0011000;  
               default: segments = 7'b1000000;  
          endcase
     end
endmodule
`timescale 1 ns / 1 ps
module freq_counter(
	input CLK,
	input IN,
	output reg [11:0] freq = 12'b0);
	reg[31:0] count = 32'b0;
	reg [11:0] edge_count = 12'b0;
	reg last = 0;
	localparam max = 'd10000;            
	always @(posedge CLK) begin
		last <= IN;
	end
	always @ (posedge CLK)
	begin
		case (1)
			count < max: begin
				count <= count + 1;
				if(~last & IN)
					edge_count <= edge_count + 1;
				end
			default: begin
				freq <= edge_count;
				edge_count <= 0;
				count <= 0;
			end
		endcase
	end
endmodule
==> ./run.sh <==
#!/bin/bash
# OpenROAD 26Q1-2900-gdf79404cd8, Yosys 0.63+post, stock flow scripts
make -C /OpenROAD-flow-scripts/flow DESIGN_CONFIG=/design/flow/config.mk WORK_HOME=/design/flow/orfs finish
==> ./config.mk <==
export PLATFORM = sky130hd
export DESIGN_NAME = disp_controller
export DESIGN_NICKNAME = disp_controller
export VERILOG_FILES = /design/flow/design.v
export SDC_FILE = /design/flow/constraint.sdc
export NUM_CORES = 4
export LEC_CHECK = 1
export CORE_UTILIZATION = 50
==> ./constraint.sdc <==
current_design disp_controller

set clk_period 16.8
set clk_io_pct 0.2

create_clock -name clk0 -period $clk_period [get_ports {CLK}]

set non_clock_inputs [all_inputs -no_clocks]
set_input_delay [expr $clk_period * $clk_io_pct] -clock clk0 $non_clock_inputs
set_output_delay [expr $clk_period * $clk_io_pct] -clock clk0 [all_outputs]
==> metrics.yaml <==
status: "complete, no violations"
cts_hold_buffers: 0
final_cells: 843
htree_levels: 3
slew-limit-headroom_pct: 40.6
ys_cells: 681
mux_share_pct: 3.95
wire_per_inst_um: 12.9
fp.dieH_um: 108
max_freq_mhz: 68.8
die_w_um: 108
setup_violations: 0
core-area_sq_um: 10900
ys_sh_adder_pct: 5.76
ys_ff: 78
cts_root_buf: "clkbuf_16"
drt_iter0_drc: 407
placedCellCount: 827
clk_latency_ns: 0.33
wl_met2_um: 4850
dp_hpwl_um: 7960
cp.arrival_ns: 11.18
cp-end-kind: "output pin"
fin_crit_ns: 14.54
finalClockSkew_ns: 0.00587
gp_congestion: 0.841
yosysUniqueCellTypes: 92
tns_ns: 0
synthTopLogicFamily: "AND-OR/OR-AND gates"
grt_pass1_wl_um: 19200
cts_resized: 0
drt_pass1_iterations: 5
cp.required_ns: 13.44
numClockSinks: 78
routed.top_layer: "met4"
chipArea_sq_um: 11700
synth.avg_cell_area_sq_um: 8.29
fin_crit_sh_pct: 86.5
ys_seq_share_pct: 29.8
finalHoldViolations: 0
crit_top_cell: "ha_1"
drtAntennaViolNets: 0
drive_gt1_share_pct: 8.25
grt_pass1_vias: 4248
nFillCells: 972
route.met3.wl_um: 295
clock_path_buffers: 2
cap_viol_max_count: 0
drv_slew: 0
yosys_area_sq_um: 5650
fp_util_pct: 51.6
yosysWarnings: 3
start_kind: "flip-flop"
globalRouteOverflowTotal: 0
power.leakage_nw: 2.39
num_rows: 38
vdd_drop_max_uv: 130
yosys_most_used_dff: "dfxtp_1"
edf_count: 12
ys_async_sr_fraction_pct: 0
fin_ws_ns: 2.26
cts_setup_buffers: 0
placed_area_sq_um: 5910
port_buffers: 13
grt_use_total_pct: 20.5
fin_util_pct: 57.1
ys_sh_xor_pct: 8.27
wl_um: 10900
slowest_delay_ns: 0.53
critPathMaxFanout: 8
worst_slew_pin_slew_ns: 0.887
syn2layout_area_growth_pct: 10.5
ys_sh_simple_pct: 23.3
num_vias: 4802
slowest_stage: "nor2b_1"
total_power_mw: 0.401
worstSetupPathType: "flip-flop to output pin"
routed_via_density: 5.70
hp-class: "flip-flop to flip-flop"
pre_cts_ws_ns: 2.69
cts_tree: "yes"
syn_inst: 681
hold_slack_ns: 0.451
grt_max_degree: 25
wl_met1_um: 5610
rsz0062_at_grt: "no"
drc: 0
cts_inserted_buffers: 9
antenna_found_initial: 0
final_area_sq_um: 6240
ys_sh_aoi_pct: 24.6
n_antenna_cell: 0
clkTransAtPathRegs_ns: 0.06
warning_count: 33
pwr_density_cell_nw_per_um2: 64.3
netlist_area_sq_um: 5650
ioPinCount: 14
==> cell type report <==
cell class                 count  area [sq um]  share of cell area [%]
sequential                    78          1680                    27.0
tap                          140           175                    2.81
timing repair buffer          14           138                    2.21
multi-input combinational    560          3790                    60.7
inverter                      35           131                    2.11
clock buffer                  13           260                    4.17
clock inverter                 3          67.6                    1.08
==> cells in the mapped netlist (4+ instances only) <==
| cell | count | share of area, % |
|---|---|---|
| nor2_1 | 86 | 5.7 |
| dfxtp_1 | 66 | 23 |
| nand2_1 | 52 | 3.5 |
| inv_1 | 31 | 2.1 |
| a21oi_1 | 28 | 2.5 |
| nand3_1 | 28 | 2.5 |
| ha_1 | 26 | 5.8 |
| xor2_1 | 26 | 4.0 |
| o21ai_0 | 23 | 2.0 |
| xnor2_1 | 21 | 3.3 |
| nor3_1 | 17 | 1.5 |
| nor4_1 | 15 | 1.7 |
| a31oi_1 | 13 | 1.4 |
| clkbuf_1 | 13 | 0.86 |
| edfxtp_1 | 12 | 6.4 |
| and3_1 | 9 | 1.0 |
| or3_1 | 9 | 1.0 |
| a21o_1 | 8 | 1.1 |
| mux2i_1 | 8 | 1.4 |
| nor2b_1 | 8 | 0.89 |
| and2_1 | 7 | 0.78 |
| buf_2 | 7 | 0.62 |
| nand4_1 | 7 | 0.78 |
| o211ai_1 | 7 | 0.93 |
| o21bai_1 | 7 | 0.93 |
| a2111oi_0 | 6 | 0.93 |
| a211o_1 | 6 | 0.93 |
| a211oi_1 | 6 | 0.80 |
| o22ai_1 | 6 | 0.66 |
| a22oi_1 | 5 | 0.66 |
| nand2b_1 | 5 | 0.55 |
| a41oi_1 | 4 | 0.62 |
| and4_1 | 4 | 0.62 |
| mux2_2 | 4 | 0.80 |
| o211a_1 | 4 | 0.71 |
| o21ai_1 | 4 | 0.35 |
| o31ai_1 | 4 | 0.53 |
| or2_2 | 4 | 0.44 |
==> cells in the final DEF, fill, tap and decap left out, types with 13 or more instances in the layout <==
cell type,netlist,final
dfxtp_1,66,66
inv_1,31,31
xnor2_1,21,21
a31oi_1,13,13
conb_1,1,18
o21ai_0,23,23
nor2_1,86,86
a21oi_1,28,28
clkdlybuf4s50_1,0,13
xor2_1,26,26
nand3_1,28,28
nor4_1,15,15
nor3_1,17,17
ha_1,26,26
nand2_1,52,52
==> cells by family after synthesis <==
logic type / Yosys count
compound gates: 180
flops: 78
xor+xnor: 50
fa+ha+maj: 26
simple gates: 267
mux: 19
buf+inv: 60
other cells: 1
==> power breakdown <==
part | internal [mW] | switching [mW]
registers | 0.192 | 0.00106
clock network | 0.138 | 0.0669
logic | 0.00132 | 0.00190
==> critical path, delay by kind of cell, from the launching register on <==
family | cells | cell delay (ns)
flip-flops | 1 | 0.47
adder cells (fa/ha/maj) | 9 | 2.27
buffers and inverters | 6 | 1.02
AND-OR/OR-AND | 14 | 3.41
multiplexers | 1 | 0.14
AND/OR/NAND/NOR | 10 | 1.82
XOR/XNOR | 5 | 1.69
==> final timing paths <==
| kind | cells after the start | endpoint | slack, ns | startpoint |
|---|---|---|---|---|
| worst min-delay path | 0 | sigin.freq[11] | 0.45 | sigin.edge_count[11] |
| worst max register to register | 10 | refresh_counter[20] | 14.39 | refresh_counter[3] |
| worst min register to register | 0 | sigin.freq[11] | 0.45 | sigin.edge_count[11] |
| worst max-delay path | 45 | segments[0] | 2.26 | sigin.freq[10] |
==> routing by layer <==
layer	GRT usage [%]	up-vias
met4	3.47	0
li1	-	2536
met2	31.3	58
met1	32.9	2194
met5	0	-
met3	1.90	14
==> state kept, by name, summed over array words and instances (netlist names) <==
register          count
sigin.edge_count     12
sigin.last            1
sigin.count          32
refresh_counter      21
sigin.freq           12
Power figures rest on the tool's default switching activity, not on a simulated workload.
